**flow/design.v**
```verilog
`timescale 1ns / 1ps
module random_num_gen(
    input RESET,
    input CLK,
    input TARGET_REACHED,
    output reg [7:0] TARGET_ADDR_H,
    output reg [6:0] TARGET_ADDR_V
);
    reg [7:0] LFSR_1;
    reg [6:0] LFSR_2;
    wire R_INPUT_1 = (LFSR_1[3] ~^ (LFSR_1[4] ~^ (LFSR_1[5] ~^ LFSR_1[7])));   
    wire R_INPUT_2 = LFSR_2[6] ~^ LFSR_2[5];
    initial begin
        LFSR_1 = 8'b0001000;
        TARGET_ADDR_H = 8'b01010000;
    end
    initial begin
        LFSR_2 = 7'b0001000;
        TARGET_ADDR_V = 7'b0111100;
    end
    always @ (posedge CLK)
        if (RESET)
            LFSR_1 <= 8'b00000000;
        else begin
            LFSR_1[7] <= LFSR_1[6];
            LFSR_1[6] <= LFSR_1[5];
            LFSR_1[5] <= LFSR_1[4];
            LFSR_1[4] <= LFSR_1[3];
            LFSR_1[3] <= LFSR_1[2];
            LFSR_1[2] <= LFSR_1[1];
            LFSR_1[1] <= LFSR_1[0];
            LFSR_1[0] <= R_INPUT_1;
        end
    always @ (posedge CLK)
        if (RESET) 
            LFSR_2 <= 7'b0000000;
        else begin
            LFSR_2[6] <= LFSR_2[5];
            LFSR_2[5] <= LFSR_2[4];
            LFSR_2[4] <= LFSR_2[3];
            LFSR_2[3] <= LFSR_2[2];
            LFSR_2[2] <= LFSR_2[1];
            LFSR_2[1] <= LFSR_2[0];
            LFSR_2[0] <= R_INPUT_2;
        end
    always @ (posedge CLK)
        if (TARGET_REACHED) begin
            if (LFSR_1 < 160)
                TARGET_ADDR_H <= LFSR_1;
            else
                TARGET_ADDR_H <= 80;
            if (LFSR_2 < 120)
                TARGET_ADDR_V <= LFSR_2;
            else 
                TARGET_ADDR_V <= 60;
        end else if (RESET) begin
            TARGET_ADDR_H <= 80;
            TARGET_ADDR_V <= 60;
        end
endmodule
```
**flow/run.sh**
```bash
#!/bin/bash
# OpenROAD 26Q1-2900-gdf79404cd8, Yosys 0.63+post, stock flow scripts
make -C /OpenROAD-flow-scripts/flow DESIGN_CONFIG=/design/flow/config.mk WORK_HOME=/design/flow/orfs finish
```
**flow/config.mk**
```make
export PLATFORM = sky130hd
export DESIGN_NAME = random_num_gen
export DESIGN_NICKNAME = random_num_gen
export VERILOG_FILES = /design/flow/design.v
export SDC_FILE = /design/flow/constraint.sdc
export NUM_CORES = 4
export LEC_CHECK = 1
export CORE_AREA = 10 10 88 88
export DIE_AREA = 0 0 98 98
```
**flow/constraint.sdc**
```tcl
current_design random_num_gen

set clk_period 1.6
set clk_io_pct 0.2

create_clock -name clk0 -period $clk_period [get_ports {CLK}]

set non_clock_inputs [all_inputs -no_clocks]
set_input_delay [expr $clk_period * $clk_io_pct] -clock clk0 $non_clock_inputs
set_output_delay [expr $clk_period * $clk_io_pct] -clock clk0 [all_outputs]
```
==> datasheet_impl.txt <==
Physical design parameters

Parameter                              Value

Clock tree
  Max H-tree Level    2
  TritonCTS clock tree    done
  TritonCTS sink count    30
  Master cell of the clock root buffer    sky130_fd_sc_hd__clkbuf_8
  Clock latency on the worst-skew pair    roughly 0.27 ns
  Setup fix buffers added after clock tree synthesis    0
  Total clock buffers created by CTS    5
  Clock edge transition at the registers on the reported setup and hold paths    approximately 0.06 ns
  Count of cells resized by post-cts repair    0
  Cts-stage hold buffer count    0
  Maximum clock insertion buffer count    2

Hold path
  Worst Hold Endpoint    LFSR_2[2]$_SDFF_PP0_
  Class of the worst hold path    register to register
  Hold path startpoint    LFSR_2[1]$_SDFF_PP0_
  Hold path cells    1

Yosys
  Top area contributor share    a little over two fifths
  Mean Syn Cell Area    roughly 15 um^2
  Number of instances in the synthesized netlist    ~70
  Synthesized registers    30
  Cell area leaders    sky130_fd_sc_hd__edfxtp_1 (43%), sky130_fd_sc_hd__dfxtp_1 (29%), sky130_fd_sc_hd__and2b_1 (8.7%)
  Sequential cell area fraction in the yosys report    ~72%
  Cell area after synthesis    between 1000 and 1500 um^2
  Cell count listed in synth_stat.txt    71
  Number of warning messages in the yosys log    1
  Number of distinct library cells after synthesis    19
  Dominant cell type by area after synthesis    sky130_fd_sc_hd__edfxtp_1
  Area of the synthesized netlist per yosys stat    1040 um^2

Timing
  Achievable Freq    0.724 GHz
  Fin Setup TNS    0 ns
  Clock period minus final worst setup slack    ~1.4 ns
  Transition at the pin with the smallest max-transition slack    around 0.4 ns
  Final cycle utilization of the critical path    ~86%
  Hold violation total from the final report    0
  Final Max-Slew Violation Tally    0
  Final setup violation count    0
  Worst slew slack as a fraction of its limit    between 70% and 80%
  Post-route worst setup slack    approximately 0.22 ns
  Final hold slack    approximately 0.46 ns
  Clk_skew    between 0.004 and 0.005 ns
  RSZ-0062 raised after global routing    no

Setup path
  R2r startpoint    LFSR_2[5]$_SDFF_PP0_
  Gate family responsible for the most delay along the worst path    buffers and inverters
  Worst path bufs/invs    1
  Start point of the critical path    TARGET_ADDR_V[6]$_SDFFCE_PP0P_
  Cell breakdown of the critical path    clkdlybuf4s50_1
  Slowest stage cell on the critical path    sky130_fd_sc_hd__clkdlybuf4s50_1
  Biggest fanout along the worst timing path    1
  Crit Path Category    register to primary output
  Req. time, crit path    about 1.3 ns
  Crit path arrival time    approximately 1.1 ns
  Critical Path Source Type    register
  R2R depth    4
  End of the worst register-to-register path    TARGET_ADDR_V[2]$_SDFFCE_PP1P_
  Longest individual stage delay on the worst path    0.46 ns
  Flop-to-flop setup slack    0.37 ns
  Endpoint kind of the worst setup timing path    primary output

Route
  Iteration-0 DRC count of the detailed router    7
  Vias per cell    about 3.3
  Routed Wire Length    approximately 1.6 mm
  Antenna viol nets, final    0
  DRC viols    0
  Detailed-router iteration count before antenna repair    2
  Total antenna diodes in the routed design    0
  Via count    about 570
  Routed length per instance    between 9 and 10 um

Global route
  Overall fraction of global-route tracks in use    under 10%
  Remaining global-route overflow    0
  Number of antenna violations at the first check in global routing    0
  Maximum number of pins on one net before global-route repair    16
  Via count of the first global-routing pass    approximately 590
  First-pass GRT wire length    roughly 2.8 mm

Run status
  Run status    finished clean

Cells and area
  Final core utilization    between 20% and 30%
  Number of standard cells in the final layout excluding fillers    between 150 and 200
  Cell area after layout    1390 um^2
  Share of layout cells above drive strength 1    ~18%
  Total area of multi-input combinational cells    280 um^2
  Most common cell after layout, fill and taps aside    sky130_fd_sc_hd__clkdlybuf4s50_1
  Layout Area Growth over Synthesis    33.9%
  Register cell area after layout    751 um^2
  Number of filler cells placed in the layout    603
  Top cells excl fill/tap    sky130_fd_sc_hd__clkdlybuf4s50_1 (17), sky130_fd_sc_hd__dfxtp_1 (15), sky130_fd_sc_hd__edfxtp_1 (15), sky130_fd_sc_hd__and2b_1 (12), sky130_fd_sc_hd__clkbuf_8 (5)

Job
  Number of max-cap violations    0
  Number of logged tool warnings    25

Floorplan
  I/O Pins    18
  Overall die height    slightly below 100 um
  Effective utilization at floorplan    between 10% and 20%
  Num rows    28
  Total die size    9600 um^2
  Area inside the core boundary    5920 um^2
  Die width    98 um

Placed design
  Place WS    between 0.02 and 0.03 ns
  Standard cell area after detailed placement    around 1300 um^2
  Cells after DPL    around 160
  Total of buffers placed on input and output ports    17
  Final weighted congestion of routability-driven global placement    ~0.81
  Detail Placement HPWL    approximately 1.3 mm

Power
  Peak ir drop on the vdd network    0.340 mV
  Power per cell area    1070 nW/um^2
  Post-layout power    between 1 and 1.5 mW
  Leakage power total    just under 0.6 nW
## sequential cells by signal, indices dropped and copies added (netlist names)
name and count:
LFSR_1 8, TARGET_ADDR_H 8, LFSR_2 7, TARGET_ADDR_V 7
## final cells by class
class | count | area share [%]
Tap cell | 75 | 6.75
Multi-Input combinational cell | 39 | 20.2
Clock buffer | 8 | 5.76
Sequential cell | 30 | 54.0
Timing Repair Buffer | 19 | 13.3
## where the power goes
group	switching, mW	total [mW]	internal (mW)
Combinational	0.0264	0.0899	0.0635
Sequential	0.0126	0.859	0.846
Clock	0.229	0.536	0.307
Total	0.268	1.48	1.22
## cell families (layout without fill, tap and decap cells)
kind of cell / count (synthesis) / after routing / share of synthesized area (%)
and+or+nand+nor: 34 / 34 / 22.8
DFF: 30 / 30 / 72.3
xor gates and xnor gates: 3 / 3 / 2.53
buffers and inverters: 2 / 27 / 0.723
adders and majority gates: 1 / 1 / 1.20
AOI/OAI and AO/OA: 1 / 1 / 0.481
## synth_stat cells (all sizes together)
master,n
and2b,13
and3,7
and3b,1
and4bb,1
clkbuf,2
dfxtp,15
edfxtp,15
ha,1
nand2,2
nand2b,2
nand3,1
nand3b,2
nor2,2
o21ai,1
or2,3
xnor2,2
xor2,1
## routing by layer
layer	global-route usage, %	up-vias	part of all wire (%)
met1	4.60	251	49
met2	4.62	19	37
met3	1.49	5	9.5
met4	1.23	0	3.6
met5	0	-	0
li1	-	292	-
## how the worst max path moves through the flow
stage	slack [ns]	end	depth (start not counted)
finish	0.22	TARGET_ADDR_V[6]	1
CTS	0.19	TARGET_ADDR_H[3]	1
global route	0.16	TARGET_ADDR_H[0]	1
Power figures rest on the tool's default switching activity, not on a simulated workload.
