## flow/constraint.sdc

```tcl
current_design PmodJSTK_Demo

set clk_period 3.5
set clk_io_pct 0.2

create_clock -name clk0 -period $clk_period [get_ports {CLK}]

set non_clock_inputs [all_inputs -no_clocks]
set_input_delay [expr $clk_period * $clk_io_pct] -clock clk0 $non_clock_inputs
set_output_delay [expr $clk_period * $clk_io_pct] -clock clk0 [all_outputs]
```

## flow/config.mk

```make
export PLATFORM = sky130hd
export DESIGN_NAME = PmodJSTK_Demo
export DESIGN_NICKNAME = PmodJSTK_Demo
export VERILOG_FILES = /design/flow/design.v
export SDC_FILE = /design/flow/constraint.sdc
export NUM_CORES = 4
export LEC_CHECK = 1
export CORE_UTILIZATION = 50
```

## flow/design.v

```verilog
`timescale 1ns / 1ps
module ClkDiv_5Hz(
    input CLK,											 
    input RESET,											 
    output reg CLKOUT										 
);
    initial
        CLKOUT = 1'b1;
    parameter cntEndVal = 23'd4999999;
    reg [23:0] clkCount = 24'h000000;
    always @(posedge CLK)
        if(RESET == 1'b1) begin
            CLKOUT <= 1'b0;
            clkCount <= 24'h000000;
        end else
            if(clkCount == cntEndVal) begin
                CLKOUT <= ~CLKOUT;
                clkCount <= 24'h000000;
            end else
                clkCount <= clkCount + 1'b1;
endmodule
`timescale 1ns / 1ps
module ClkDiv_66_67kHz(
    input CLK,											 
    input RESET,											 
    output reg CLKOUT										 
);
    initial
        CLKOUT = 1'b1;
    parameter cntEndVal = 10'b1011101110;
    reg [9:0] clkCount = 10'b0000000000;
    always @(posedge CLK)
        if(RESET == 1'b1) begin
            CLKOUT <= 1'b0;
            clkCount <= 10'b0000000000;
        end
        else
            if(clkCount == cntEndVal) begin
                CLKOUT <= ~CLKOUT;
                clkCount <= 10'b0000000000;
            end else
                clkCount <= clkCount + 1'b1;
endmodule
`timescale 1ns / 1ps
module PmodJSTK(
    input CLK,						 
    input RESET,						 
    input sndRec,					 
    input [7:0] DIN,				 
    input MISO,						 
    output SS,						 
    output SCLK,					 
    output MOSI,					 
    output [39:0] DOUT			 
);
    wire getByte;									 
    wire [7:0] sndData;							 
    wire [7:0] RxData;							 
    wire BUSY;										 
    wire iSCLK;										 
    spiCtrl SPI_Ctrl(
        .CLK(iSCLK),
        .RESET(RESET),
        .sndRec(sndRec),
        .BUSY(BUSY),
        .DIN(DIN),
        .RxData(RxData),
        .SS(SS),
        .getByte(getByte),
        .sndData(sndData),
        .DOUT(DOUT)
    );
    spiMode0 SPI_Int(
        .CLK(iSCLK),
        .RESET(RESET),
        .sndRec(getByte),
        .DIN(sndData),
        .MISO(MISO),
        .MOSI(MOSI),
        .SCLK(SCLK),
        .BUSY(BUSY),
        .DOUT(RxData)
    );
    ClkDiv_66_67kHz SerialClock(
        .CLK(CLK),
        .RESET(RESET),
        .CLKOUT(iSCLK)
    );
endmodule
`timescale 1ns / 1ps
module PmodJSTK_Demo(
    input CLK,					 
    input RESET,				 
    input MISO,					 
    output SS,					 
    output MOSI,				 
    output SCLK,				 
    output reg BTNU,
    output reg BTND,
    output reg BTNL,
    output reg BTNR,
    output reg [3:0] LED
);
    wire [7:0] sndData;              
    wire sndRec;                     
    wire [39:0] jstkData;            
    wire [9:0] posDataX;              
    wire [9:0] posDataY;              
    PmodJSTK PmodJSTK_Int(
        .CLK(CLK),
        .RESET(RESET),
        .sndRec(sndRec),
        .DIN(sndData),
        .MISO(MISO),
        .SS(SS),
        .SCLK(SCLK),
        .MOSI(MOSI),
        .DOUT(jstkData)
    );
    ClkDiv_5Hz genSndRec(
        .CLK(CLK),
        .RESET(RESET),
        .CLKOUT(sndRec)
    );
    assign sndData = 8'b10000000;
    assign posDataX = {jstkData[25:24], jstkData[39:32]};
    assign posDataY = {jstkData[9:8], jstkData[23:16]};
    always @(sndRec or RESET or jstkData)
        if (posDataX >= 1023-256 &&
            posDataY < posDataX &&
            posDataY >= 1023-posDataX) begin
            BTNU <= 1'b1;
            BTND <= 1'b0;
            BTNL <= 1'b0;
            BTNR <= 1'b0;
            LED <= 4'b1000;
        end else if (posDataX < 256 &&
                     posDataY >= posDataX &&
                     posDataY < 1023-posDataX) begin
            BTNU <= 1'b0;
            BTND <= 1'b1;
            BTNL <= 1'b0;
            BTNR <= 1'b0;
            LED <= 4'b0100;
        end else if (posDataY >= 1023-256 &&
                     posDataX < posDataY &&
                     posDataX >= 1023-posDataY) begin
            BTNU <= 1'b0;
            BTND <= 1'b0;
            BTNL <= 1'b1;
            BTNR <= 1'b0;
            LED <= 4'b0010;
        end else if (posDataY < 256 &&
                     posDataX >= posDataY &&
                     posDataX < 1023-posDataY) begin
            BTNU <= 1'b0;
            BTND <= 1'b0;
            BTNL <= 1'b0;
            BTNR <= 1'b1;
            LED <= 4'b0001;
        end else begin
            BTNU <= 1'b0;
            BTND <= 1'b0;
            BTNL <= 1'b0;
            BTNR <= 1'b0;
            LED <= 4'b0000;
        end
endmodule
`timescale 1ns / 1ps
module spiMode0(
    input CLK,						 
    input RESET,						 
    input sndRec,					 
    input [7:0] DIN,				 
    input MISO,						 
    output MOSI,					 
    output SCLK,					 
    output reg BUSY,					 
    output [7:0] DOUT			 
);
    parameter [1:0] Idle = 2'd0,
                     Init = 2'd1,
                     RxTx = 2'd2,
                     Done = 2'd3;
    reg [4:0] bitCount;							 
    reg [7:0] rSR = 8'h00;						 
    reg [7:0] wSR = 8'h00;						 
    reg [1:0] pState = Idle;					 
    reg CE = 0;										 
    assign SCLK = (CE == 1'b1) ? CLK : 1'b0;
    assign MOSI = wSR[7];
    assign DOUT = rSR;
    always @(negedge CLK)
        if(RESET == 1'b1)
            wSR <= 8'h00;
        else
            case(pState)
                Idle : wSR <= DIN;
                Init : wSR <= wSR;
                RxTx :
                    if(CE == 1'b1)
                        wSR <= {wSR[6:0], 1'b0};
                Done : wSR <= wSR;
            endcase
    always @(posedge CLK)
        if(RESET == 1'b1)
            rSR <= 8'h00;
        else
            case(pState)
                Idle : rSR <= rSR;
                Init : rSR <= rSR;
                RxTx :
                    if(CE == 1'b1)
                        rSR <= {rSR[6:0], MISO};
                Done : rSR <= rSR;
            endcase
    always @(negedge CLK)
        if(RESET == 1'b1) begin
            CE <= 1'b0;				 
            BUSY <= 1'b0;			 
            bitCount <= 4'h0;		 
            pState <= Idle;		 
        end else
            case (pState)
                Idle : begin
                    CE <= 1'b0;				 
                    BUSY <= 1'b0;			 
                    bitCount <= 4'd0;		 
                    if(sndRec == 1'b1)
                        pState <= Init;
                    else
                        pState <= Idle;
                end
                Init : begin
                    BUSY <= 1'b1;			 
                    bitCount <= 4'h0;		 
                    CE <= 1'b0;				 
                    pState <= RxTx;		 
                end
                RxTx : begin
                    BUSY <= 1'b1;						 
                    bitCount <= bitCount + 1'b1;	 
                    if(bitCount >= 4'd8)
                        CE <= 1'b0;
                    else
                        CE <= 1'b1;
                    if(bitCount == 4'd8)
                        pState <= Done;
                    else
                        pState <= RxTx;
                end
                Done : begin
                    CE <= 1'b0;			 
                    BUSY <= 1'b1;		 
                    bitCount <= 4'd0;	 
                    pState <= Idle;
                end
                default : pState <= Idle;
            endcase
endmodule
`timescale 1ns / 1ps
module spiCtrl(
    input CLK,						 
    input RESET,						 
    input sndRec,					 
    input BUSY,						 
    input [7:0] DIN,				 
    input [7:0] RxData,			 
    output reg SS,						 
    output reg getByte,				 
    output reg [7:0] sndData,		 
    output reg [39:0] DOUT			 
);
    initial begin
		SS = 1'b1;
		getByte = 1'b0;
		sndData = 8'h00;
		DOUT = 40'h0000000000;
    end
    parameter [2:0] Idle = 3'd0,
                     Init = 3'd1,
                     Wait = 3'd2,
                     Check = 3'd3,
                     Done = 3'd4;
    reg [2:0] pState = Idle;
    reg [2:0] byteCnt = 3'd0;					 
    parameter byteEndVal = 3'd5;				 
    reg [39:0] tmpSR = 40'h0000000000;		 
	always @(negedge CLK)
        if(RESET == 1'b1) begin
            SS <= 1'b1;
            getByte <= 1'b0;
            sndData <= 8'h00;
            tmpSR <= 40'h0000000000;
            DOUT <= 40'h0000000000;
            byteCnt <= 3'd0;
            pState <= Idle;
        end else  
            case(pState)
                Idle : begin
                    SS <= 1'b1;								 
                    getByte <= 1'b0;						 
                    sndData <= 8'h00;						 
                    tmpSR <= 40'h0000000000;			 
                    DOUT <= DOUT;							 
                    byteCnt <= 3'd0;						 
                    if(sndRec == 1'b1)
                        pState <= Init;
                    else
                        pState <= Idle;
                end
                Init : begin
                    SS <= 1'b0;								 
                    getByte <= 1'b1;						 
                    sndData <= DIN;						 
                    tmpSR <= tmpSR;						 
                    DOUT <= DOUT;							 
                    if(BUSY == 1'b1) begin
                        pState <= Wait;
                        byteCnt <= byteCnt + 1'b1;	 
                    end else
                        pState <= Init;
                end
                Wait : begin
                    SS <= 1'b0;								 
                    getByte <= 1'b0;						 
                    sndData <= sndData;					 
                    tmpSR <= tmpSR;						 
                    DOUT <= DOUT;							 
                    byteCnt <= byteCnt;					 
                    if(BUSY == 1'b0)
                        pState <= Check;
                    else
                        pState <= Wait;
                end
                Check : begin
                    SS <= 1'b0;								 
                    getByte <= 1'b0;						 
                    sndData <= sndData;					 
                    tmpSR <= {tmpSR[31:0], RxData};	 
                    DOUT <= DOUT;							 
                    byteCnt <= byteCnt;					 
                    if(byteCnt == 3'd5)
                        pState <= Done;
                    else
                        pState <= Init;
                end
                Done : begin
                    SS <= 1'b1;							 
                    getByte <= 1'b0;					 
                    sndData <= 8'h00;					 
                    tmpSR <= tmpSR;					 
                    DOUT[39:0] <= tmpSR[39:0];		 
                    byteCnt <= byteCnt;				 
                    if(sndRec == 1'b0)
                        pState <= Idle;
                    else
                        pState <= Done;
                end
                default : pState <= Idle;
            endcase
endmodule
```

## flow/run.sh

```bash
#!/bin/bash
# OpenROAD 26Q1-2900-gdf79404cd8, Yosys 0.63+post, stock flow scripts
make -C /OpenROAD-flow-scripts/flow DESIGN_CONFIG=/design/flow/config.mk WORK_HOME=/design/flow/orfs finish
```

==> impl_metrics.env <==
# yosys + openroad results
export IMPL_outcome="completed"
export IMPL_internal_power_mw=0.600
export IMPL_die_area_um2=11000
export IMPL_crit_reg2reg_capture="genSndRec.clkCount[23]"
export IMPL_post_route_min_period_ns=2.13
export IMPL_seqCellArea_um2=2460
export IMPL_globalplace_congestion=0.867
export IMPL_synth_chip_area_um2=5290
export IMPL_setup_worst_path_end_class="primary output"
export IMPL_synth_largest_area_cell="sky130_fd_sc_hd__dfxtp_1"
export IMPL_report_final_setup_viol=0
export IMPL_finalClockSkew_ns=0.00469
export IMPL_pwr_density_cell_nw_per_um2=137
export IMPL_route_detailed_drc=0
export IMPL_grt_start_max_net_pins=72
export IMPL_residual_antenna_violating_net_count_after_detailed_routing=0
export IMPL_totalPowerFinal_mw=0.762
export IMPL_numSynthFlops=123
export IMPL_areaGrowthSynthToFinish_pct=5.32
export IMPL_hold_path_end="PmodJSTK_Int.SerialClock.clkCount[0]"
export IMPL_unrepaired_setup_endpoints_after_global_routing="false"
export IMPL_worst_endpoint_required_ns=2.80
export IMPL_yosys_cells=615
export IMPL_synth_avg_cell_area_um2=8.60
export IMPL_routed_wire_length_per_instance_um=12.4
export IMPL_cts_hold_repair_buffers=0
export IMPL_ys_types=41
export IMPL_report_final_hold_viol_count=0
export IMPL_max_vdd_ir_drop_uv=342
export IMPL_synth_simple_gate_area_share_pct=23.4
export IMPL_core_area_um2=10300
export IMPL_reg2reg_setup_slack_ns=1.66
export IMPL_globalRoute_totalOverflow=0
export IMPL_worst_path_buf_inv=1
export IMPL_cts_post_setup_buffers_inserted=0
export IMPL_r2r_cells=5
export IMPL_pin_count=14
export IMPL_crit_path_max_incr_delay_ns=0.52
export IMPL_adder_share_pct=7.33
export IMPL_number_of_register_pins_that_no_clock_reaches=87
export IMPL_antenna_cells=0
export IMPL_cp_slowest_cell="sky130_fd_sc_hd__dfxtp_1"
export IMPL_min_path_cells=1
export IMPL_area_contributors_post_synth="sky130_fd_sc_hd__dfxtp_1, sky130_fd_sc_hd__nor2_1, sky130_fd_sc_hd__ha_1, sky130_fd_sc_hd__a22oi_1, sky130_fd_sc_hd__nand2_1"
export IMPL_grt_first_pass_wirelength_mm=16.0
export IMPL_relSlewSlack_pct=47.4
export IMPL_ffs_w_async_s_r_synth_pct=0
export IMPL_power_share_clock_pct=40.1
export IMPL_starting_density_of_the_core_pct=51.5
export IMPL_post_synth_inst_count=615
export IMPL_die_boundary_height_um=105
export IMPL_antenna_found_initial=0
export IMPL_power_leakage_nw=2.02
export IMPL_post_synth_xor_xnor_area_pct=5.79
export IMPL_detailroute_via_count=3920
export IMPL_synth_edff_count=0
export IMPL_drt_iter0_markers=292
export IMPL_syn_cell_area_um2=5290
export IMPL_tritoncts_clock_tree="done"
export IMPL_hp_class="flip-flop to flip-flop"
export IMPL_io_buffer_count=13
export IMPL_fillers=947
export IMPL_combinational_cell_fraction_of_total_power_pct=4.5
export IMPL_regToRegStartpoint="genSndRec.clkCount[14]"
export IMPL_overall_die_width_um=105
export IMPL_final_setup_tns_ns=0
export IMPL_achievable_frequency_ghz=0.469
export IMPL_htreeDepth=2
export IMPL_worstHoldStart="PmodJSTK_Int.SerialClock.clkCount[0]"
export IMPL_start_kind="flip-flop"
export IMPL_yosysTopAreaCellShare_pct=46.5
export IMPL_global_route_total_usage_across_every_layer_pct=17.9
export IMPL_clock_tree_buffer_depth=2
export IMPL_worstSetupPathType="flip-flop to primary output"
export IMPL_vias_per_cell=5.26
export IMPL_switching_power_mw=0.162
export IMPL_clockRootBuffer="sky130_fd_sc_hd__clkbuf_8"
export IMPL_worstSkewPairLatency_ns=0.28
export IMPL_total_of_max_cap_violations=0
export IMPL_cp_delay_by_family_top="flip-flops"
export IMPL_sw_frac_of_total_pct=21.3
export IMPL_yosys_area_share_aoi_pct=12.3
export IMPL_synthTopLogicFamily="simple AND/OR/NAND/NOR gates"
export IMPL_critPathMaxFanout=11
export IMPL_seq_area_frac_synth_pct=46.5
export IMPL_cts_repair_resize_count=0
export IMPL_detail_route_wirelength_mm=9.22
export IMPL_final_report_max_slew_violation_count=0
export IMPL_dp_hpwl_mm=6.54
export IMPL_num_rows=37
export IMPL_drt_pass1_iter_count=5
export IMPL_cts_reportedPaths_clkPinSlew_ns=0.07
export IMPL_share_of_the_clock_period_used_by_the_worst_path_pct=60.9
export IMPL_yosys_cell_count_top_type="sky130_fd_sc_hd__dfxtp_1"
export IMPL_synth_top_cells_by_count="sky130_fd_sc_hd__dfxtp_1, sky130_fd_sc_hd__nor2_1, sky130_fd_sc_hd__nand2_1"
export IMPL_num_cts_buffers=5
export IMPL_share_seq_of_total_power_pct=55.4
export IMPL_multi_input_comb_area_um2=2590
export IMPL_ys_warn_count=5
export IMPL_untimed_endpoints=97
export IMPL_drive_gt1_share_pct=3.28
export IMPL_timing_critical_path_arrival_ns=1.43
export IMPL_synthMuxAreaShare_pct=0
export IMPL_first_global_vias=3416
export IMPL_ys_flop_type="sky130_fd_sc_hd__dfxtp_1"
export IMPL_worst_slew_pin_slew_ns=0.789
export IMPL_warning_count=41
export IMPL_path_cells="and2_1 > clkdlybuf4s50_1"
## power by group through the flow
stage | clock network, mW | logic, mW | registers [mW]
after CTS | 0.317 | 0.0349 | 0.422
after global routing | 0.332 | 0.0395 | 0.422
final | 0.306 | 0.0343 | 0.422
## worst max-delay path by stage
stage / slack, ns / start / end / depth (start not counted)
after CTS: 1.34 / PmodJSTK_Int.SerialClock.CLKOUT / SCLK / 2
after global routing: 1.26 / PmodJSTK_Int.SerialClock.CLKOUT / SCLK / 2
final: 1.37 / PmodJSTK_Int.SerialClock.CLKOUT / SCLK / 2
## worst register-to-register path, stage by stage, from the launching register on
cell and delay (ns):
sky130_fd_sc_hd__dfxtp_1 0.43, sky130_fd_sc_hd__or4b_1 0.46, sky130_fd_sc_hd__nor4_1 0.18, sky130_fd_sc_hd__and4_1 0.26, sky130_fd_sc_hd__or2_4 0.29, sky130_fd_sc_hd__nor2_1 0.10
## state kept, by name, summed over array words and instances, names as in the netlist, 2 cells and up
name	cells
PmodJSTK_Int.SPI_Int.pState	2
PmodJSTK_Int.SerialClock.clkCount	10
PmodJSTK_Int.SPI_Ctrl.DOUT	20
PmodJSTK_Int.SPI_Ctrl.tmpSR	40
PmodJSTK_Int.SPI_Int.bitCount	5
PmodJSTK_Int.SPI_Ctrl.pState	3
PmodJSTK_Int.SPI_Ctrl.byteCnt	3
genSndRec.clkCount	24
PmodJSTK_Int.SPI_Int.rSR	8
## layout make-up
class / count / share of cell area, %
clock buffer: 7 / 1.73
inverter: 27 / 1.82
multi-input combinational: 435 / 46.4
sequential: 123 / 44.2
tap: 136 / 3.05
timing repair buffer: 17 / 2.78
## layer usage
metal  vias to the layer above  global-route usage [%]  share of wire [%]
met3                         5                    1.14                1.3
met4                         0                    1.21               0.78
met1                      1826                    29.4                 53
met5                         -                       0                  0
li1                       2063                       -                  -
met2                        26                    28.1                 45
## cells in the final DEF, fill, tap and decap left out, types with 5 or more instances in the layout
| cell | n |
|---|---|
| sky130_fd_sc_hd__clkdlybuf4s50_1 | 12 |
| sky130_fd_sc_hd__ha_1 | 31 |
| sky130_fd_sc_hd__dfxtp_1 | 123 |
| sky130_fd_sc_hd__a22oi_1 | 41 |
| sky130_fd_sc_hd__a21oi_1 | 40 |
| sky130_fd_sc_hd__xnor2_1 | 13 |
| sky130_fd_sc_hd__inv_1 | 26 |
| sky130_fd_sc_hd__nand3_1 | 17 |
| sky130_fd_sc_hd__nand4_1 | 13 |
| sky130_fd_sc_hd__nor2_1 | 108 |
| sky130_fd_sc_hd__nand2b_1 | 5 |
| sky130_fd_sc_hd__nor3_1 | 12 |
| sky130_fd_sc_hd__xor2_1 | 22 |
| sky130_fd_sc_hd__nand2_1 | 80 |
| sky130_fd_sc_hd__nor4_1 | 5 |
| sky130_fd_sc_hd__and4_1 | 6 |
| sky130_fd_sc_hd__clkbuf_8 | 7 |
## through the flow
| stage | util (%) | hold slack (ns) | cells | instance area (um^2) | setup WS, ns |
|---|---|---|---|---|---|
| global route | 54.2 | 0.513 | 745 | 5570 | 1.26 |
| floorplan | - | 0.438 | 615 | 5290 | 1.88 |
| CTS | 54.2 | 0.493 | 745 | 5570 | 1.34 |
| detailed placement | 53.3 | 0.472 | 738 | 5480 | 1.59 |
| finish | 54.2 | 0.484 | 745 | 5570 | 1.37 |
| global placement | 53.3 | 0.447 | 738 | 5480 | 1.63 |
## kinds of logic (layout without fill, tap and decap cells)
group,count (synthesis),count (layout)
compound gates,100,100
xor+xnor,35,35
simple gates,269,269
buf+inv,57,51
flops,123,123
fa+ha+maj,31,31
Power is estimated from default activity; no workload was simulated.
