<file path="/design/flow/design.v">
`timescale 1ns / 1ps
module Generic_counter(
    CLK,
    RESET,
    ENABLE_IN,
    TRIG_OUT,
    COUNT
);
    parameter COUNTER_WIDTH = 1;
    parameter COUNTER_MAX = 1;
    input CLK;
    input RESET;
    input ENABLE_IN;
    output TRIG_OUT;
    output [COUNTER_WIDTH-1:0] COUNT;
    reg [COUNTER_WIDTH-1:0] count_value = 0;
    reg Trigger_out;
    always @ (posedge CLK)
        if (RESET)
            count_value <= 0;
        else
            if (ENABLE_IN)
                if (count_value == COUNTER_MAX)
                    count_value <= 0;
                else
                    count_value <= count_value + 1;
    always @ (posedge CLK)
        if (RESET)
            Trigger_out <= 0;
        else
            if (ENABLE_IN && (count_value == COUNTER_MAX))
                Trigger_out <= 1;
            else
                Trigger_out <= 0;
    assign COUNT = count_value;
    assign TRIG_OUT = Trigger_out;
endmodule
`timescale 1ns / 1ps
module VGA_module(
    input CLK,
    input [11:0] COLOUR_IN,
    output reg [11:0] COLOUR_OUT,
    output reg HS,
    output reg VS,
    output reg [9:0] ADDRH,
    output reg [8:0] ADDRV
);
    wire  TRIG_1;
    wire  HorTriggOut;
    wire  VerticalTriggOut;
    wire  [9:0] HorCount;
    wire  [9:0] VerticalCount;
    parameter VertTimeToPulseWidthEnd   = 10'd2;
    parameter VertTimeToBackPorchEnd    = 10'd31;
    parameter VertTimeToDisplayTimeEnd  = 10'd511;
    parameter VertTimeToFrontPorchEnd   = 10'd521;
    parameter HorzTimeToPulseWidthEnd   = 10'd96;
    parameter HorzTimeToBackPorchEnd    = 10'd144;
    parameter HorzTimeToDisplayTimeEnd  = 10'd784;
    parameter HorzTimeToFrontPorchEnd   = 10'd800;
    Generic_counter # (
        .COUNTER_WIDTH(2),
        .COUNTER_MAX(3)
    ) FreqCounter (
        .CLK(CLK),
        .ENABLE_IN(1'b1),
        .RESET(1'b0),
        .TRIG_OUT(TRIG_1)
    );
    Generic_counter # (
        .COUNTER_WIDTH(10),
        .COUNTER_MAX(799)
    ) HorizCounter (
        .CLK(CLK),
        .ENABLE_IN(TRIG_1),
        .RESET(1'b0),
        .TRIG_OUT(HorTriggOut),
        .COUNT(HorCount)
    );
    Generic_counter # (
        .COUNTER_WIDTH(10),
        .COUNTER_MAX(520)
    ) VerticalCounter (
        .CLK(CLK),
        .ENABLE_IN(HorTriggOut),
        .RESET(1'b0),
        .COUNT(VerticalCount)
    );
    always @ (posedge CLK)
        if (HorCount < HorzTimeToPulseWidthEnd)
            HS <= 0;
        else 
            HS <= 1;
    always @ (posedge CLK)
        if (VerticalCount < VertTimeToPulseWidthEnd)
            VS <= 0;
        else 
            VS <= 1;
    always @ (posedge CLK)
        if (HorCount < HorzTimeToDisplayTimeEnd && 
            HorCount > HorzTimeToBackPorchEnd && 
            VerticalCount < VertTimeToDisplayTimeEnd && 
            VerticalCount > VertTimeToBackPorchEnd)
            COLOUR_OUT <= COLOUR_IN;    
        else 
            COLOUR_OUT <= 0;  
    always @ (posedge CLK)
        if (HorCount < HorzTimeToDisplayTimeEnd && HorCount > HorzTimeToBackPorchEnd)
            ADDRH <= HorCount - HorzTimeToBackPorchEnd;
        else 
            ADDRH <= 0;
    always @ (posedge CLK)
        if (VerticalCount < VertTimeToDisplayTimeEnd && VerticalCount > VertTimeToBackPorchEnd)
            ADDRV <= VerticalCount - VertTimeToBackPorchEnd;
        else 
            ADDRV <= 0;
endmodule
</file>
<file path="/design/flow/run.sh">
#!/bin/bash
# OpenROAD 26Q1-2900-gdf79404cd8, Yosys 0.63+post, stock flow scripts
make -C /OpenROAD-flow-scripts/flow DESIGN_CONFIG=/design/flow/config.mk WORK_HOME=/design/flow/orfs finish
</file>
<file path="/design/flow/config.mk">
export PLATFORM = sky130hd
export DESIGN_NAME = VGA_module
export DESIGN_NICKNAME = VGA_module
export VERILOG_FILES = /design/flow/design.v
export SDC_FILE = /design/flow/constraint.sdc
export NUM_CORES = 4
export LEC_CHECK = 1
export CORE_UTILIZATION = 50
</file>
<file path="/design/flow/constraint.sdc">
current_design VGA_module

set clk_period 2.2
set clk_io_pct 0.2

create_clock -name clk0 -period $clk_period [get_ports {CLK}]

set non_clock_inputs [all_inputs -no_clocks]
set_input_delay [expr $clk_period * $clk_io_pct] -clock clk0 $non_clock_inputs
set_output_delay [expr $clk_period * $clk_io_pct] -clock clk0 [all_outputs]
</file>
==> CHANGELOG.md <==
### Implementation results

* Place WS at 0.289 ns
* Final wirelength at 4080 um
* Clock root cell: clkbuf_8
* Tool Warnings at 30
* Layout cells sized above 1 at 8.53%
* WL per Instance at 13.1 um
* Post-layout period usage at 86.6%
* Slowest cell on the critical path: a211oi_4
* FMAX at 525 MHz
* Area leader share at 32.3%
* Crit path kind: reg2reg
* Floorplan row count at 24
* Die height at 69.7 um
* Combinational Power Share at 1.1%
* Reg2Reg Depth at 5
* # setup viols final at 0
* Crit start category: register
* First-pass GRT wire length at 7100 um
* # resized after CTS at 0
* Synthesized instance count at 208
* Setup repair bufs after CTS at 0
* Final hold violations at 0
* Final Power at 2.05 mW
* FP Core Util at 52.3%
* Tmin final at 1.91 ns
* Filler cell count at 330
* Switching pwr at 383 uW
* Clk network pwr share at 46.2%
* Leak pwr at 1.18 nW
* TritonCTS buffer count at 9
* CP Launch Point: VerticalCounter.count_value[0]
* Clock latency on the worst-skew pair at 0.32 ns
* Reg-to-reg slack, setup at 0.29 ns
* GRT Util Overall at 18.7%
* Antenna violations before repair at 0
* Cts hold-fix bufs at 0
* Clk sinks at 57
* Worst Clk Skew at 0.00486 ns
* Chip width at 69.7 um
* Yosys cell types at 41
* Synthesized area at 0.00229 sq mm
* Count of final max-slew check failures at 0
* Fin cells at 310
* Status: complete, no violations
* DRT Pass-1 Iters at 4
* Final GP Congestion at 0.830
* Register share of total power at 52.7%
* Power per cell area at 699 mW/mm^2
* Via Count at 1615
* Max Root-Sink Buffers at 2
* Pin count of the biggest net entering global routing at 22
* Vias in the first global route at 1545
* Synth-to-Final Area Change at 28.2%
* Peak supply drop at 516 uV
* Yosys cell count at 208
* H-tree lvl count at 3
* Final hold slack at 0.423 ns
* DIE AREA at 0.00486 sq mm
* Max cap viols at 0
* Iteration-0 DRC Markers at 52
* Synth area leader: dfxtp_1
* CP Cell Sequence: ha_1 -> and4_1 -> a211oi_4 -> nand2_1 -> nor2_1
* TNS Setup at 0 ns
* CTS tree: built
* CP Capture Point: COLOUR_OUT[10]
* GRT overflow at 0
* Synth warn at 4
* Seq share, synth at 58.5%
* Yosys stat area at 0.00229 sq mm
* Setup slack after layout at 0.294 ns
* CP max FO at 14
* Top cells by area: dfxtp_1 (32%), edfxtp_1 (26%), nor2_1 (5.9%)
* PortBufs at 45
* IO Pins at 46
* Core area at 0.00438 sq mm
* Via-per-instance ratio at 5.21
* Pint at 1.67 mW
* Sw Ratio at 18.7%
* Cells after DPL at 294
* Placed wire-length estimate at 2740 um
* #FFs+latches synth at 57
* Relative slew margins at 59.6%
* Least-Margin Pin Slew at 0.605 ns
* CP max stage delay at 0.58 ns
* CTS clk-pin slew, worst paths at 0.06 ns
* Crit. End Element: register
* Worst Path Required at 2.46 ns
* Syn Area/Cell at 11.0 sq um
* RSZ-0062 raised after global routing: no
* CP arrival at 2.17 ns
* Reg-to-reg endpoint: COLOUR_OUT[10]
* Crit Reg-Reg Startpoint: VerticalCounter.count_value[0]
* ANT cells at 0
* Post-route ant nets at 0
* Hold Crit Class: reg2reg
* Drt drc at 0
==> synth_stat cells <==
cell type / n
edfxtp_1: 20
nand3b_1: 1
a211oi_4: 1
xor2_1: 8
or3_1: 2
nand4b_1: 1
buf_6: 2
a21oi_1: 2
a41o_1: 1
ha_1: 8
o21ai_0: 3
nand4_1: 2
a211o_1: 1
nor2b_1: 5
o31a_1: 1
nor2_1: 36
xnor2_1: 9
and2_1: 3
nor3_1: 2
buf_2: 4
and3_1: 1
nand2b_2: 1
nand2_1: 18
nand2_2: 1
and4_1: 4
dfxtp_1: 37
or4_1: 1
nor4_1: 2
a311oi_1: 1
buf_4: 4
nand3_1: 6
nand2b_1: 1
o32a_2: 1
nor4_4: 1
nor4b_1: 2
o311a_1: 1
clkbuf_1: 2
nor3_2: 2
a211oi_1: 1
o22ai_1: 1
inv_1: 8
==> how the worst min path moves through the flow <==
stage | startpoint | end | cells past startpoint
CTS | FreqCounter.count_value[0] | FreqCounter.count_value[0] | 1
global route | FreqCounter.count_value[0] | FreqCounter.count_value[0] | 1
finish | FreqCounter.count_value[0] | FreqCounter.count_value[0] | 1
==> flip-flops by register name, summed over array words and instances (netlist names) <==
signal and cells:
COLOUR_OUT 12, ADDRH 10, HorizCounter.count_value 10, VerticalCounter.count_value 10, ADDRV 9, FreqCounter.count_value 2
FreqCounter.Trigger_out 1, HS 1, HorizCounter.Trigger_out 1, VS 1
==> cell usage in the layout, fill, tap and decap left out, types with 5 or more instances in the layout <==
master           instances
clkbuf_8                12
ha_1                     8
inv_1                    8
dfxtp_1                 37
nor2b_1                  5
nor2_1                  36
xor2_1                   8
edfxtp_1                20
nand2_1                 18
xnor2_1                  9
clkdlybuf4s50_1         45
nand3_1                  6
==> worst max-delay path: cells and delay by family (launching register included) <==
family / cells / cell delay, ns
adders and majority gates: 1 / 0.27
DFF: 1 / 0.46
and+or+nand+nor: 3 / 0.53
AOI/OAI and AO/OA: 1 / 0.58
==> power groups by stage <==
stage	Sequential [mW]	Combinational, mW	Clock [mW]
after global routing	1.08	0.0230	1.01
after CTS	1.08	0.0222	0.965
final	1.08	0.0220	0.949
==> layer usage <==
layer  global-route usage [%]  wire, um
met3                     3.69       160
met1                     28.7      1880
met2                     29.6      1970
met4                     4.00        61
met5                        0         0
==> metrics by stage <==
stage	instance area, sq um	utilization [%]
floorplan	2290	-
global placement	2740	62.4
detailed placement	2740	62.4
CTS	2940	67.0
global route	2940	67.0
finish	2940	67.0
==> final cells by class <==
| cell class | instances | area, sq um | share of cell area (%) |
|---|---|---|---|
| sequential | 57 | 1340 | 45.7 |
| clock inverter | 1 | 5.00 | 0.170 |
| clock buffer | 15 | 198 | 6.73 |
| timing repair buffer | 46 | 458 | 15.6 |
| multi-input combinational | 131 | 841 | 28.6 |
| tap | 52 | 65.1 | 2.21 |
| inverter | 8 | 30.0 | 1.02 |
==> cell families after synthesis <==
logic type                 share of synthesized area [%]
AOI/OAI and AO/OA                                   5.08
xor gates and xnor gates                            6.50
adders and majority gates                           4.37
buffers and inverters                               4.80
DFF                                                 58.5
and+or+nand+nor                                     20.7
Power is estimated from default activity; no workload was simulated.
